File: /design/flow/config.mk
export PLATFORM = sky130hd
export DESIGN_NAME = DSP
export DESIGN_NICKNAME = DSP
export VERILOG_FILES = /design/flow/design.v
export SDC_FILE = /design/flow/constraint.sdc
export NUM_CORES = 4
export LEC_CHECK = 1
export CORE_UTILIZATION = 50
File: /design/flow/constraint.sdc
current_design DSP

set clk_period 12.7
set clk_io_pct 0.2

create_clock -name clk0 -period $clk_period [get_ports {CLK}]

set non_clock_inputs [all_inputs -no_clocks]
set_input_delay [expr $clk_period * $clk_io_pct] -clock clk0 $non_clock_inputs
set_output_delay [expr $clk_period * $clk_io_pct] -clock clk0 [all_outputs]
File: /design/flow/design.v
module DSP(A,B,C,D,CLK,CARRYIN,OPMODE,BCIN,RSTA,RSTB,RSTM,RSTP,RSTC,RSTD,RSTCARRYIN,RSTOPMODE,
          CEA,CEB,CEM,CEP,CEC,CED,CECARRYIN,CEOPMODE,PCIN,BCOUT,PCOUT,P,M,CARRYOUT,CARRYOUTF);
    parameter A0REG=0;
    parameter B0REG=0;
    parameter CREG=1;
    parameter DREG=1;
    parameter A1REG=1;
    parameter B1REG=1;
    parameter MREG=1;
    parameter PREG=1;
    parameter CARRYINREG=1;
    parameter CARRYOUTREG=1;
    parameter OPMODEREG=1;
    parameter CARRYINSEL="OPMODE5";
    parameter B_INPUT="DIRECT";
    parameter RSTTYPE="SYNC"; 
    input CLK,CARRYIN,RSTA,RSTB,RSTM,RSTP,RSTC,RSTD,RSTCARRYIN,RSTOPMODE;
    input CEA,CEB,CEM,CEP,CEC,CED,CECARRYIN,CEOPMODE;
    input[7:0] OPMODE;
    input[17:0] A,B,D,BCIN;
    input[47:0] C,PCIN;
    output CARRYOUT,CARRYOUTF;
    output [17:0] BCOUT;
    output [35:0] M;
    output [47:0] P,PCOUT;
    reg[17:0] A_stag1,B_stag1,D_stag1,add_wire1,add_mux,A_stag2,B_stag2;
    reg[47:0] C_stag1;
    reg[7:0] OPMODE_stag1;
    wire[17:0] B_mux0,D_mux1,B_mux1,A_mux1,B_mux2,A_mux2;
    wire[47:0] C_mux1;
    wire[7:0] OPMODE_mux1;
    wire[35:0] mult_wire,M_mux;
    reg[35:0] M_stag1;
    wire CIN_mux,CIN;
    reg CYI_stag1,cout,CYO_stag1;
    reg[47:0] X_mux,Z_mux,add_wire2,P_stag1;
    generate
    	if(B_INPUT=="DIRECT")
      	  assign B_mux0=B;
    	else if(B_INPUT=="CASCADE")
    	  assign B_mux0=BCIN;
    	else 
    	  assign B_mux0=0;    
    endgenerate
    generate
    	if(RSTTYPE=="SYNC")begin
    		always @(posedge CLK) begin
    			if (RSTA) begin  
                    A_stag1<=0;
                    A_stag2<=0;
                end
                else if(CEA) begin
                    A_stag1<=A;
                    A_stag2<=A_mux1;
                end 
                if (RSTB) begin   
                    B_stag1<=0;
                    B_stag2<=0;
                end
                else if(CEB) begin
                    B_stag1<=B_mux0;
                    B_stag2<=add_mux;
                end
                if (RSTC)   
                    C_stag1<=0;
                else if(CEC)
                    C_stag1<=C;    
                if (RSTD)   
                    D_stag1<=0;
                else if(CED)
                    D_stag1<=D;
                if (RSTOPMODE)   
                    OPMODE_stag1<=0;
                else if(CEOPMODE)
                    OPMODE_stag1<=OPMODE;
                if(RSTM)
                    M_stag1<=0;
                else if(CEM)
                    M_stag1<=mult_wire;
                if(RSTCARRYIN)begin
                    CYI_stag1<=0;
                    CYO_stag1<=0;
                end
                else if(CECARRYIN) begin  
                    CYI_stag1<=CIN_mux;
                    CYO_stag1<=cout;
                end
                if(RSTP)
                    P_stag1<=0;
                else if(CEP) 
                    P_stag1<=add_wire2;
            end
        end
        else if (RSTTYPE=="ASYNC") begin
            always @(posedge CLK or posedge RSTA or posedge RSTB or posedge RSTM
                          or posedge RSTP or posedge RSTC or posedge RSTD 
                          or posedge RSTCARRYIN or posedge RSTOPMODE ) begin
                if (RSTA) begin  
                    A_stag1<=0;
                    A_stag2<=0;
                end
                else if(CEA) begin
                    A_stag1<=A;
                    A_stag2<=A_mux1;
                end 
                if (RSTB) begin   
                    B_stag1<=0;
                    B_stag2<=0;
                end
                else if(CEB) begin
                    B_stag1<=B_mux0;
                    B_stag2<=add_mux;
                end
                if (RSTC)   
                    C_stag1<=0;
                else if(CEC)
                    C_stag1<=C;    
                if (RSTD)   
                    D_stag1<=0;
                else if(CED)
                    D_stag1<=D;
                if (RSTOPMODE)   
                    OPMODE_stag1<=0;
                else if(CEOPMODE)
                    OPMODE_stag1<=OPMODE;
                if(RSTM)
                    M_stag1<=0;
                else if(CEM)
                    M_stag1<=mult_wire;
                if(RSTCARRYIN)begin
                    CYI_stag1<=0;
                    CYO_stag1<=0;
                end
                else if(CECARRYIN) begin  
                    CYI_stag1<=CIN_mux;
                    CYO_stag1<=cout;
                end
                if(RSTP)
                    P_stag1<=0;
                else if(CEP) 
                    P_stag1<=add_wire2;
            end
        end
    endgenerate
    generate
    	if(DREG)
    	  assign D_mux1=D_stag1;
    	else 
    	  assign D_mux1=D;
    	if(B0REG)
    	  assign B_mux1=B_stag1;
    	else 
    	  assign B_mux1=B_mux0;
    	if(A0REG)
    	  assign A_mux1=A_stag1;
    	else 
    	  assign A_mux1=A;
    	if(CREG)
    	  assign C_mux1=C_stag1;
    	else
    	  assign C_mux1=C;
    	if(OPMODEREG)
    	  assign OPMODE_mux1=OPMODE_stag1;
    	else 
    	  assign OPMODE_mux1=OPMODE;        	
    endgenerate
    always @(*) begin
    	if(!OPMODE_mux1[6])
    	  add_wire1=D_mux1+B_mux1;
    	else 
    	  add_wire1=D_mux1-B_mux1; 
        if(OPMODE_mux1[4])
          add_mux=add_wire1;
        else 
          add_mux=B_mux1;  
    end
    generate
    	if(B1REG)
    	  assign B_mux2=B_stag2;
    	else
    	  assign B_mux2=add_mux;
        assign BCOUT=B_mux2;
    	if(A1REG)
    	  assign A_mux2=A_stag2;
    	else 
    	  assign A_mux2=A_mux1;
    endgenerate
    assign mult_wire=B_mux2*A_mux2;
    generate
      if(MREG)
        assign M_mux=M_stag1;
      else 
        assign M_mux=mult_wire;   
      assign M=M_mux; 
    endgenerate
    generate
       if(CARRYINSEL=="OPMODE5")
         assign CIN_mux=OPMODE_mux1[5];
       else if(CARRYINSEL=="CARRYIN")
         assign CIN_mux=CARRYIN;
       else 
         assign CIN_mux=0;
       if(CARRYINREG)
         assign CIN=CYI_stag1;
       else 
         assign CIN=CIN_mux;      
    endgenerate
    always @(*) begin
        case(OPMODE_mux1[1:0])
        0: X_mux=0;
        1: X_mux={{12{M_mux[35]}},M_mux};
        2: X_mux=PCOUT;
        3: X_mux={D_mux1[11:0],A_mux2,B_mux2};
        endcase
        case(OPMODE_mux1[3:2])
        0: Z_mux=0;
        1: Z_mux=PCIN;
        2: Z_mux=P;
        3: Z_mux=C_mux1;
        endcase
    end
    always @(*) begin
        if(!OPMODE_mux1[7])
          {cout,add_wire2}=X_mux+Z_mux+CIN;
        else 
          {cout,add_wire2}=Z_mux-(X_mux+CIN);   
    end
    generate
       if(CARRYOUTREG)
          assign CARRYOUT=CYO_stag1;
       else 
          assign CARRYOUT=cout;
       assign CARRYOUTF=CARRYOUT;
    endgenerate
    generate
        if(PREG)
          assign P=P_stag1;
        else 
          assign p=add_wire2; 
        assign PCOUT=P; 
    endgenerate
endmodule
File: /design/flow/run.sh
#!/bin/bash
# OpenROAD 26Q1-2900-gdf79404cd8, Yosys 0.63+post, stock flow scripts
make -C /OpenROAD-flow-scripts/flow DESIGN_CONFIG=/design/flow/config.mk WORK_HOME=/design/flow/orfs finish
==> results.yml <==
# physical design summary
status:
  outcome: "complete, no violations"
power_and_ir_drop:
  vdd_drop_max_uv: 123
  pwr-share-comb_pct: 51.1
  switching_share_pct: 42.0
  seq_power_share_pct: 27.7
  p_int_mw: 1.55
  p_clk_share_pct: 21.2
  totalPowerFinal_mw: 2.68
  netSwitchingPower_mw: 1.12
  leakagePower_nw: 15.1
  power_density_nw_per_um2: 85.7
global_routing:
  grt_usage_pct: 32.1
  antenna_found_initial: 1
  grt_max_degree: 66
  gr-total-overflow: 0
  grt_pass1_vias: 23100
  grt_pass1_wl_um: 133000
critical_path:
  crit_start: "A_stag2[3]$_SDFFE_PP0P_"
  cp-end-kind: "flop"
  r2r.worst_path.cells: 24
  cp_max_fo: 11
  cp-start-kind: "flop"
  r2r-end: "M_stag1[34]$_SDFFE_PP0P_"
  r2r_slack_ns: 5.48
  r2r-start: "A_stag2[3]$_SDFFE_PP0P_"
  arrival_ns: 7.62
  crit_required_ns: 13.10
  path_class: "flop to flop"
finish:
  logic_area_um2: 20500
  lay_top_cells: "451 x inv_1, 321 x clkdlybuf4s50_1, 319 x nor2_1, 289 x nand2_1, 267 x ha_1"
  drive_gt1_share_pct: 5.69
  final_util_pct: 58.1
  lay_top_count: "inv_1"
  seq_area_um2: 3930
  fillerInstances: 4700
  synthToLayoutAreaGrowth_pct: 15.0
logic_synthesis:
  synth_top_flop_cell: "dfxtp_1"
  edf_count: 0
  ys_seq_share_pct: 14.4
  ys_cells: 3298
  yosys_warnings: 1
  postSynth.asyncResetShare_pct: 0
  synth_cell_types: 76
  syn_avg_cell_area_um2: 8.23
  ys_chip_area_um2: 27200
  syn_inst: 3298
  synth_area_um2: 27200
  ys_ff: 196
routing:
  ant_nets: 0
  vias: 23200
  postRouteWirelength_um: 83200
  vias_per_cell: 5.55
  drtIter0Drc: 1224
  antennaDiodeCount: 0
  dr.pass1.iters: 7
  drcViolationCount: 0
  wl_per_cell_um: 19.9
die:
  core_um2: 53700
  die_area_um2: 55300
  dieHeight_um: 235
  chipWidth_um: 235
  num_rows: 85
  fp_util_pct: 50.6
  boundaryPins: 346
timing:
  relSlewSlack_pct: 45.9
  finalClockPeriodUsage_pct: 56.8
  clock_skew_ns: 0.0198
  fin_tns_setup_ns: 0
  setup_violations: 0
  hold_viol: 0
  drv_slew: 0
  finalCriticalPeriod_ns: 7.22
  rsz0062_at_grt: "no"
  max_freq_ghz: 0.139
  worstMarginPinSlew_ns: 0.803
clocking:
  h-tree-depth: 4
  cts_tree: "done"
  clock_path_buffers: 2
  hold_buffers: 0
  cts.repair.resized: 0
  clk_pin_slew_ns: 0.09
  cts_setup_buffers: 0
  cts_root_buf: "clkbuf_16"
  clock_latency_ns: 0.52
  clock-sinks: 196
  cts_buffers: 17
placement:
  port_buffers: 326
  post-dp-hpwl_um: 65100
  gp_congestion: 0.992
flow_run:
  tool_warnings: 91
  maxCapViolations: 0
worst_hold_path:
  holdPathEnd: "CYI_stag1$_SDFFE_PP0P_"
  worstHoldPathCells: 2
  min-delay-start: "OPMODE_stag1[5]$_SDFFE_PP0P_"
  hold_class: "flop to flop"
[per-layer routing]
layer / global-route usage [%] / up-vias / share of wire, %
li1: - / 11200 / -
met1: 46.0 / 11200 / 43
met2: 49.8 / 708 / 46
met3: 8.90 / 104 / 7.6
met4: 6.70 / 4 / 2.5
met5: 2.08 / - / 0.20
[sequential cells by signal, indices dropped and copies added, names as in the netlist, 8 cells and up]
name          count
P_stag1          48
OPMODE_stag1      8
D_stag1          18
B_stag2          18
A_stag2          18
C_stag1          48
M_stag1          36
[cell families (layout without fill, tap and decap cells)]
family,Yosys count,count (layout),synth area share [%]
buf+inv,685,866,10.1
simple gates,926,926,15.6
mux,234,234,9.00
compound gates,591,591,14.8
fa+ha+maj,528,528,31.5
flops,196,196,14.4
xor+xnor,138,138,4.45
[power by group through the flow]
stage | clock [mW] | sequential [mW] | combinational, mW
CTS | 0.583 | 0.741 | 1.37
finish | 0.567 | 0.741 | 1.37
global route | 0.607 | 0.750 | 1.53
[worst max path at each step]
stage | to | cells after the start
finish | M_stag1[34]$_SDFFE_PP0P_ | 24
global route | M_stag1[34]$_SDFFE_PP0P_ | 24
CTS | M_stag1[34]$_SDFFE_PP0P_ | 24
[per-stage QoR]
step | hold WS (ns) | area, µm² | setup WS, ns | cells
floorplan | 0.426 | 27200 | 6.09 | 3298
global placement | 0.467 | 30700 | 5.08 | 4143
detailed placement | 0.477 | 30700 | 5.07 | 4143
CTS | 0.494 | 31200 | 5.47 | 4175
global route | 0.502 | 31200 | 5.09 | 4175
finish | 0.489 | 31200 | 5.48 | 4175
[synthesized netlist by cell type, types with 5 or more instances]
| cell | number | area (µm²) |
|---|---|---|
| o2111ai_1 | 7 | 61.3 |
| nand2_1 | 289 | 1080 |
| nor4_1 | 7 | 43.8 |
| fa_1 | 261 | 5230 |
| o21ai_0 | 69 | 345 |
| buf_1 | 18 | 67.6 |
| nor3_1 | 42 | 210 |
| nand4_1 | 11 | 68.8 |
| nand3_1 | 22 | 110 |
| xor2_1 | 42 | 368 |
| dfxtp_1 | 196 | 3920 |
| nor2b_1 | 24 | 150 |
| o31ai_1 | 8 | 60.1 |
| o21a_1 | 12 | 90.1 |
| clkbuf_1 | 166 | 623 |
| buf_4 | 49 | 368 |
| mux2i_1 | 153 | 1530 |
| nand2b_1 | 26 | 163 |
| inv_1 | 451 | 1690 |
| or3_1 | 8 | 50.1 |
| nor2_1 | 319 | 1200 |
| or2_2 | 6 | 37.5 |
| a21boi_0 | 7 | 52.6 |
| a21oi_1 | 161 | 806 |
| and3_1 | 15 | 93.8 |
| o21bai_1 | 21 | 158 |
| a22oi_1 | 27 | 203 |
| or4_1 | 5 | 37.5 |
| mux2_2 | 81 | 912 |
| o211ai_1 | 10 | 75.1 |
| nor3b_1 | 5 | 37.5 |
| a31oi_1 | 18 | 113 |
| a211oi_1 | 46 | 345 |
| xnor2_1 | 96 | 841 |
| a221oi_1 | 5 | 43.8 |
| ha_1 | 267 | 3340 |
| and2_1 | 138 | 863 |
| a22o_1 | 71 | 622 |
| a311o_1 | 5 | 50.1 |
| a21o_1 | 71 | 533 |
[critical path: stages, from the launching register on]
cell and delay, ns:
dfxtp_1 0.65, buf_4 0.32, nand2_1 0.10, fa_1 0.52
fa_1 0.58, fa_1 0.45, fa_1 0.56, inv_1 0.06
fa_1 0.47, inv_1 0.05, fa_1 0.48, inv_1 0.04
ha_1 0.33, nor2_1 0.06, a21oi_1 0.17, nor3b_1 0.19
a21boi_0 0.10, buf_4 0.17, o221a_2 0.27, o21ai_0 0.28
a21oi_1 0.23, o21ai_0 0.19, a21oi_1 0.11, or4b_2 0.61
o311ai_0 0.11
[final cells by class]
cell class | instances | share of cell area (%)
clock inverters | 14 | 0.429
inverters | 452 | 5.43
repair buffers | 382 | 11.7
well taps | 696 | 2.79
clock buffers | 18 | 1.41
multi-input cells | 2417 | 65.6
flip-flops and latches | 196 | 12.6
Power figures rest on the tool's default switching activity, not on a simulated workload.
